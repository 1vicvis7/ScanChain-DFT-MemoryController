===== ./config.mk =====
export PLATFORM = sky130hd
export DESIGN_NAME = sram_test_design
export DESIGN_NICKNAME = sram_test_design
export VERILOG_FILES = /design/flow/design.v
export SDC_FILE = /design/flow/constraint.sdc
export NUM_CORES = 4
export LEC_CHECK = 1
export CORE_UTILIZATION = 30

===== ./constraint.sdc =====
current_design sram_test_design

set clk_period 60.3
set clk_io_pct 0.2

create_clock -name clk0 -period $clk_period [get_ports {clk}]

set non_clock_inputs [all_inputs -no_clocks]
set_input_delay [expr $clk_period * $clk_io_pct] -clock clk0 $non_clock_inputs
set_output_delay [expr $clk_period * $clk_io_pct] -clock clk0 [all_outputs]

===== ./design.v =====
`timescale 1ns / 1ps
module data_memory(
    input         clk,
    input  [7:0]  read_addr,
    input  [7:0]  write_addr,
    input  [7:0]  acc,
    input         mem_ren_wen,  
    output [7:0]  mem_output
);
    integer i = 0;
    reg [7:0] data_mem [255:0];
    initial begin
        for(i = 0; i < 256; i = i + 1)
            data_mem[i] <= 8'b0;
    end
    always @(posedge clk) begin
        if (mem_ren_wen)
            data_mem[write_addr] <= acc;
    end
    assign mem_output = (mem_ren_wen == 1'b0) ? data_mem[read_addr] : 8'b0;
endmodule
module memory_controller_with_scan (
    input           clk,
    input           rst,
    input           start_op,
    input           op_type,
    input  [7:0]    addr_in,
    input  [7:0]    data_in,
    input  [7:0]    ram_data_out_in,
    output reg      done,
    output reg [7:0]    data_out,
    input           scan_en,
    input           scan_in,
    output wire         scan_out,
    output reg      mem_ren_wen,
    output reg [7:0]    ram_read_addr,
    output reg [7:0]    ram_write_addr,
    output reg [7:0]    ram_data_in
);
    parameter IDLE        = 3'b000;
    parameter READ_SETUP  = 3'b001;
    parameter READ_WAIT   = 3'b010;
    parameter WRITE_SETUP = 3'b011;
    parameter WRITE_WAIT  = 3'b100;
    parameter DONE_STATE  = 3'b101; 
    reg  [2:0] current_state, next_state;
    reg  [7:0] op_addr;
    always @(posedge clk or posedge rst) begin
        if (rst) begin
            current_state <= IDLE;
            op_addr <= 8'b0; 
        end
        else if (scan_en) begin
            current_state <= {scan_in, current_state[2:1]};
        end
        else begin
            current_state <= next_state;
            if (current_state == IDLE && start_op) begin
                op_addr <= addr_in;
            end
        end
    end
    always @(posedge clk or posedge rst) begin
        if (rst) begin
            data_out <= 8'b0;
        end
         else if (current_state == READ_WAIT) begin
            data_out <= ram_data_out_in;
        end
    end
    assign scan_out = current_state[0];
    always @(*)
    begin
        next_state = current_state;
        done = 1'b0;
        mem_ren_wen = 1'b0;
        ram_read_addr = 8'b0;
        ram_write_addr = 8'b0;
        ram_data_in = 8'b0;
        case (current_state)
            IDLE: begin
                if (start_op) begin
                    if (op_type == 1'b0) begin
                        next_state = READ_SETUP;
                    end else begin
                        next_state = WRITE_SETUP;
                    end
                end
            end
            READ_SETUP: begin
                ram_read_addr = op_addr;
                next_state = READ_WAIT;
            end
            READ_WAIT: begin
                next_state = DONE_STATE;
            end
            WRITE_SETUP: begin
                ram_write_addr = op_addr; 
                ram_data_in = data_in;
                next_state = WRITE_WAIT;
            end
            WRITE_WAIT: begin
                mem_ren_wen = 1'b1; 
                ram_write_addr = op_addr;
                ram_data_in = data_in;
                next_state = DONE_STATE;
            end
            DONE_STATE: begin
                done = 1'b1;
                next_state = IDLE;
            end
            default: next_state = IDLE;
        endcase
    end
endmodule
module sram_test_design (
    input           clk,
    input           rst,
    input           scan_in,
    input           scan_en,
    input           start_op,
    input           op_type,
    input  [7:0]    addr_in,
    input  [7:0]    data_in,
    output [7:0]    data_out,
    output          done,
    output          scan_out
);
    wire mem_ren_wen;
    wire [7:0] ram_read_addr, ram_write_addr, ram_data_in, ram_data_out;
    memory_controller_with_scan controller (
        .clk(clk),
        .rst(rst),
        .start_op(start_op),
        .op_type(op_type),
        .addr_in(addr_in),
        .data_in(data_in),
        .ram_data_out_in(ram_data_out),
        .done(done),
        .data_out(data_out),
        .scan_en(scan_en),
        .scan_in(scan_in),
        .scan_out(scan_out),
        .mem_ren_wen(mem_ren_wen),
        .ram_read_addr(ram_read_addr),
        .ram_write_addr(ram_write_addr),
        .ram_data_in(ram_data_in)
    );
    data_memory mem (
        .clk(clk),
        .read_addr(ram_read_addr),
        .write_addr(ram_write_addr),
        .acc(ram_data_in),
        .mem_ren_wen(mem_ren_wen),
        .mem_output(ram_data_out)
    );
endmodule

===== ./run.sh =====
#!/bin/bash
# OpenROAD 26Q1-2900-gdf79404cd8, Yosys 0.63+post, stock flow scripts
make -C /OpenROAD-flow-scripts/flow DESIGN_CONFIG=/design/flow/config.mk WORK_HOME=/design/flow/orfs finish

==> Changelog: implementation <==
### Implementation results

* Fill count at 493
* Max-slew headroom at 0.518
* Largest delay contributor family on the critical path: buffers and inverters
* Distinct cells, synth at 29
* Setup TNS at 0 ns
* Vias per cell at 4.44
* Max FO, Critical Path at 11
* Layout cells sized above 1 at 0.150
* Cts repair resizes at 0
* Setup WS post-layout at 46.66 ns
* VDD IR max at approximately 0.011 mV
* Share of synthesized registers carrying an async set or reset at 0.514
* # setup viols final at 0
* Yosys warning total at 2
* Area Overhead vs Synth at 26.4%
* Clock Path Buffers at 2
* Slowest cell delay on critical path at around 0.52 ns
* Total power at 0.0742 mW
* Final wirelength at 2670 µm
* CP arrival at between 1.5 and 2 ns
* PD cells at about 35 mW/mm²
* Placer Congestion at about 0.82
* First-pass detailed-route iteration total at 4
* Setup Buffers After CTS at 0
* Clock buffer count from CTS at 5
* Global route total overflow at 0
* Pre-CTS setup slack at 46.70 ns
* Final Hold Fails at 0
* Vias at 1021
* Die area at roughly 0.0058 mm²
* Number of port buffers at 31
* Finished Cell Area at 0.00209 mm²
* Worst-Skew Late Latency at ~0.28 ns
* Placed cell areas at 0.00200 mm²
* Flops out of synthesis at 37
* Commonest Layout Cell: clkdlybuf4s50_1
* Buffers & Inverters on Critical Path at 2
* DR iter-0 viols at 39
* Min-Delay Path Class: reg2reg
* Critical path class: reg2out
* Synth Flop Type: dfrtp_1
* H-tree Lvls at 2
* Worst-margin pin slew at 0.721 ns
* Core Box Area at 0.00520 mm²
* Routed len/inst at 11.6 µm
* Crit-path cells: inv_1 -> nor3b_1 -> clkdlybuf4s50_1
* CP Capture Type: primary output
* CTS tree: yes
* Top cells excl fill/tap: clkdlybuf4s50_1, dfrtp_1, edfxtp_1
* Die Wd at 76.3 µm
* Status: complete, no violations
* Total track usage at 0.0994
* Count of pins over their slew limit at 0
* Post-synth EDFFs at 18
* Vias in the first global route at between 1000 and 1500
* CTS Root Buffer Type: clkbuf_8
* Achievable Freq at between 70 and 80 MHz
* Number of max-cap violations at 0
* Residual DRC at 0
* Mapped Cells at approximately 130
* Clock sink total at 37
* Clock-pin slew on the worst setup and hold paths at 0.07 ns
* Yosys stat cell total at 130
* Largest net degree at the start of global routing at 20
* Fin crit period at 13.64 ns
* First-pass GRT wire length at 4450 µm
* Slowest CP cell: dfrtp_1
* Final worst path period share at 0.226
* Synthesized chip area reported by yosys at approximately 0.0017 mm²
* Antenna-violating nets left at 0
* LEAKAGE at 0.829 nW
* Tool warnings at 25
* FP Util at 0.318
* Unrepaired setup endpoints after global routing: no
* Hold_buf cts at 0
* Crit path DRT at approximately 48 ns
* Row count at 26
* N_diodes at 0
* Synthesized area per cell at 12.7 µm²
* Netlist Area Pre-Place at 0.00166 mm²
* I/O pin count at 32
* Startpoint types: flip-flop
* Die Ht at 76.3 µm
* Final HPWL DP at 2000 µm
* Initial antenna violation count at 0
* Register area share after synthesis at 0.613
* Min Hold Slack at 0.510 ns
* Skew final at 0.00546 ns
[stage by stage]
| step | util | std cells |
|---|---|---|
| after floorplan | - | 130 |
| after global placement | 0.385 | 222 |
| after detailed placement | 0.385 | 222 |
| after CTS | 0.402 | 230 |
| after global routing | 0.402 | 230 |
| final | 0.402 | 230 |
[worst register-to-register path: cells and delay by family, from the launching register on]
family | cells | cell delay, ns
and+or+nand+nor | 4 | 1.40
DFF | 1 | 0.50
[flip-flops by register name, summed over array words and instances (netlist names)]
name and count:
mem.data_mem 18, controller.current_state 3, controller.op_addr 8, controller.data_out 8
[power breakdown]
group | total [mW] | internal [mW] | switching, mW
registers | 0.0375 | 0.0328 | 0.00474
clock network | 0.0167 | 0.00809 | 0.00860
logic | 0.0200 | 0.0131 | 0.00690
[cell families (layout without fill, tap and decap cells)]
group,count (synthesis),count (layout),share of synthesized area
AOI/OAI and AO/OA,17,17,0.0755
buffers and inverters,12,42,0.0400
muxes,19,19,0.122
DFF,37,37,0.613
and+or+nand+nor,45,45,0.149
[synthesized netlist by cell type, types with 2 or more instances]
cell type | count | area share
nand2_1 | 8 | 0.018
clkbuf_1 | 3 | 0.0068
edfxtp_1 | 18 | 0.33
buf_6 | 2 | 0.014
mux2i_1 | 9 | 0.054
a21oi_1 | 8 | 0.024
and2_1 | 8 | 0.030
dfrtp_1 | 19 | 0.29
mux2_2 | 10 | 0.068
nor2_1 | 17 | 0.039
buf_2 | 5 | 0.015
inv_1 | 2 | 0.0045
nor3b_1 | 5 | 0.023
[layout make-up]
type                    instances  area [µm²]  share of cell area
flip-flops and latches         37        1020               0.485
repair buffers                 32         318               0.152
well taps                      70        87.6              0.0418
clock inverters                 3        22.5              0.0108
inverters                       2        7.51             0.00358
clock buffers                   5        68.8              0.0329
multi-input cells              81         574               0.274
[metal layers]
metal	track usage	wire [µm]	vias up
met5	0	0	-
met4	0.0192	66	0
met3	0.0328	154	6
met2	0.160	1260	23
met1	0.136	1180	481
li1	-	-	511
[worst paths after layout]
check / from / to / slack, ns / cells past startpoint
setup / recovery: controller.current_state[2] / done / 46.66 / 3
max in group asynchronous: rst / controller.op_addr[4] / 47.65 / 2
hold / removal: controller.data_out[4] / controller.data_out[4] / 0.51 / 1
setup reg to reg: controller.current_state[1] / mem.data_mem[0][1] / 58.02 / 4
hold reg to reg: controller.data_out[4] / controller.data_out[4] / 0.51 / 1
min in group asynchronous: rst / controller.data_out[0] / 12.20 / 2
No activity file was given, so power comes from the tool's default toggle rates.
